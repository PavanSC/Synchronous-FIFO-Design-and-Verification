`flow/constraint.sdc`:
```
current_design fifo

set clk_period 13.5
set clk_io_pct 0.2

create_clock -name clk0 -period $clk_period [get_ports {clk}]

set non_clock_inputs [all_inputs -no_clocks]
set_input_delay [expr $clk_period * $clk_io_pct] -clock clk0 $non_clock_inputs
set_output_delay [expr $clk_period * $clk_io_pct] -clock clk0 [all_outputs]
```
`flow/run.sh`:
```
#!/bin/bash
# OpenROAD 26Q1-2900-gdf79404cd8, Yosys 0.63+post, stock flow scripts
make -C /OpenROAD-flow-scripts/flow DESIGN_CONFIG=/design/flow/config.mk WORK_HOME=/design/flow/orfs finish
```
`flow/config.mk`:
```
export PLATFORM = sky130hd
export DESIGN_NAME = fifo
export DESIGN_NICKNAME = fifo
export VERILOG_FILES = /design/flow/design.v
export SDC_FILE = /design/flow/constraint.sdc
export NUM_CORES = 4
export LEC_CHECK = 1
export CORE_UTILIZATION = 40
```
`flow/design.v`:
```
interface fifo_if;
 bit clk;
 bit rst_n;
 logic ren;
 logic wen;
 logic [31:0] din;
 logic empty;
 logic full;
 logic [31:0] dout;
endinterface
module fifo(clk,rst,din,dout,wen,ren,full,empty,fifo_cnt);
 input clk,rst;     
 input [31:0] din;  
 input wen,ren;               
 output reg [4:0] fifo_cnt;   
 output reg [31:0] dout;      
 output reg full,empty;       
 reg [31:0] mem [0:15];       
 reg [3:0] rptr,wptr;         
 assign empty = (fifo_cnt == 0)? 1 : 0;
 assign full  = (fifo_cnt == 16)? 1 : 0;
 always @(posedge clk)begin
  if(!rst)
   fifo_cnt <= 0;   
  else begin
   case ({wen,ren})
    2'b00: fifo_cnt <= fifo_cnt;   
    2'b01: fifo_cnt <= (fifo_cnt==0) ? 0: fifo_cnt - 1;    
    2'b10: fifo_cnt <= (fifo_cnt==16) ? 16: fifo_cnt + 1;  
    2'b11: fifo_cnt <= fifo_cnt;   
   endcase
  end
 end
always @(posedge clk) begin
 if(!rst) begin
  wptr <=0;   
  rptr <=0;   
 end
 else begin
  wptr <= ((wen && !full)) || ((wen && ren)) ? wptr + 1 : wptr;
  rptr <= ((ren && !empty)) || ((wen && ren)) ? rptr + 1 : rptr;
 end
end
always @(posedge clk) begin
 if(wen && !full)
  mem[wptr] <=din;  
 else if (wen && ren)
  mem[wptr] <=din;
end
always @(posedge clk) begin
 if((ren && !empty) || (wen && ren)) begin
  dout <= mem[rptr];   
end
end
endmodule
```
==> node_exporter_impl.prom <==
# HELP chip_impl_metric Physical implementation figures
# TYPE chip_impl_metric gauge
chip_impl_info{name="cells_traversed_along_the_worst_timing_path",value="inv_1 -> ha_1 -> or4b_4 -> inv_1 -> clkdlybuf4s50_1"} 1
chip_impl_metric{name="grt_pass1_vias",unit=""} 10595
chip_impl_metric{name="netlist.area_leader.share",unit="%"} 77.8
chip_impl_metric{name="cellPowerDensity",unit="nW/µm²"} 157
chip_impl_metric{name="numCtsBuffers",unit=""} 55
chip_impl_metric{name="post-place-cells",unit=""} 1670
chip_impl_metric{name="detailed_place_hpwl",unit="µm"} 24000
chip_impl_metric{name="ys.flops",unit=""} 557
chip_impl_metric{name="routed_wire_per_std_cell",unit="µm"} 24.3
chip_impl_metric{name="share_of_the_core_filled_with_cells_in_the_final_layout",unit="%"} 47.2
chip_impl_info{name="timing.setup.critical_path_class",value="flip-flop to output pin"} 1
chip_impl_metric{name="vert_die_dim",unit="µm"} 231
chip_impl_metric{name="post_route_antenna_net_violation_count",unit=""} 0
chip_impl_metric{name="fillerInstances",unit=""} 4105
chip_impl_metric{name="gr-usage-all-layers",unit="%"} 18.2
chip_impl_metric{name="post_synth_num_cell_types",unit=""} 43
chip_impl_metric{name="openroad.warnings",unit=""} 30
chip_impl_metric{name="antennaDiodeCount",unit=""} 0
chip_impl_metric{name="drc",unit=""} 0
chip_impl_info{name="worstHoldPathType",value="flip-flop to flip-flop"} 1
chip_impl_metric{name="power.static_leakage",unit="nW"} 7.54
chip_impl_metric{name="detailedRoute.firstPassIterationCount",unit=""} 5
chip_impl_info{name="cts_tree",value="yes"} 1
chip_impl_metric{name="power_report.internal_total",unit="mW"} 2.98
chip_impl_metric{name="max_slew.worst_pin.slew",unit="ns"} 0.775
chip_impl_metric{name="vdd_ir_drop_max",unit="µV"} 99.9
chip_impl_info{name="critPathTopFamily",value="buffers and inverters"} 1
chip_impl_metric{name="arrival",unit="ns"} 2.41
chip_impl_metric{name="max_freq",unit="MHz"} 196
chip_impl_metric{name="drt-initial-drc-count",unit=""} 526
chip_impl_metric{name="die_area",unit="µm²"} 53400
chip_impl_metric{name="drv.max_cap_violation_count",unit=""} 0
chip_impl_metric{name="period_utilisation_layout",unit="%"} 37.8
chip_impl_metric{name="total_switching_power",unit="µW"} 844
chip_impl_metric{name="rows",unit=""} 83
chip_impl_info{name="outcome",value="complete, no violations"} 1
chip_impl_info{name="reg2reg_from",value="rptr[0]"} 1
chip_impl_metric{name="worstPathMaxFanout",unit=""} 8
chip_impl_metric{name="area_growth_syn_to_layout",unit="%"} 15.9
chip_impl_info{name="synth-main-ff-cell",value="edfxtp_1"} 1
chip_impl_metric{name="synth-cells-yosys",unit=""} 941
chip_impl_metric{name="post_cts.repair.setup_buffers",unit=""} 0
chip_impl_info{name="cp-endpoint",value="empty"} 1
chip_impl_info{name="slowest_stage",value="or4b_4"} 1
chip_impl_metric{name="synth.avg_cell_area",unit="µm²"} 22.3
chip_impl_metric{name="timing.max_slew.rel_slack",unit="%"} 48.3
chip_impl_metric{name="seq_area_frac_synth",unit="%"} 79.0
chip_impl_info{name="worstReg2RegEnd",value="dout[29]"} 1
chip_impl_metric{name="synth.yosys.warnings",unit=""} 3
chip_impl_metric{name="design.core.area",unit="µm²"} 51600
chip_impl_metric{name="cp_peak_stage_delay",unit="ns"} 0.53
chip_impl_metric{name="setup_viol",unit=""} 0
chip_impl_metric{name="crit_path_buffers_inverters",unit=""} 3
chip_impl_metric{name="post_drt_via_cell_ratio",unit=""} 5.42
chip_impl_metric{name="clkLatencyLatePin",unit="ns"} 0.59
chip_impl_metric{name="buffer_ports.inserted",unit=""} 74
chip_impl_metric{name="grt.overflow.total",unit=""} 0
chip_impl_metric{name="cts_resized",unit=""} 0
chip_impl_metric{name="ioPinCount",unit=""} 75
chip_impl_metric{name="crit_cells",unit=""} 5
chip_impl_metric{name="clock_power_share",unit="%"} 37.0
chip_impl_metric{name="final_hold_viol_count",unit=""} 0
chip_impl_metric{name="final_cells",unit=""} 1770
chip_impl_metric{name="clock_pin_slew_of_the_registers_on_the_worst_case_setup_and_hold_paths",unit="ns"} 0.06
chip_impl_metric{name="period_minus_slack",unit="ns"} 5.11
chip_impl_metric{name="layout-drive-gt1-share",unit="%"} 22.9
chip_impl_metric{name="drv_slew",unit=""} 0
chip_impl_info{name="largest_area_cell",value="edfxtp_1"} 1
chip_impl_metric{name="initial_core_util",unit="%"} 40.7
chip_impl_metric{name="seq_power_share",unit="%"} 52.3
chip_impl_metric{name="total_number_of_clock_tree_sinks",unit=""} 557
chip_impl_metric{name="synth-edff-count",unit=""} 544
chip_impl_info{name="area_leaders",value="edfxtp_1 78%, mux4_2 14%, a22oi_1 2.3%"} 1
chip_impl_metric{name="worst_ep_required_time",unit="ns"} 10.80
chip_impl_metric{name="synth-async-reset-ratio",unit="%"} 0
chip_impl_info{name="root_buffer",value="clkbuf_16"} 1
chip_impl_metric{name="postSynthCellCount",unit=""} 941
chip_impl_info{name="critical_path.startpoint",value="fifo_cnt[0]"} 1
chip_impl_metric{name="cts-htree-levels",unit=""} 2
chip_impl_info{name="rsz0062_at_grt",value="no"} 1
chip_impl_metric{name="place.gp.congestion",unit=""} 0.780
chip_impl_metric{name="comb_power_share",unit="%"} 10.7
chip_impl_metric{name="reg2reg_slack",unit="ns"} 10.41
chip_impl_metric{name="clock_tree.buffer_depth",unit=""} 3
chip_impl_metric{name="detailroute.via_count",unit=""} 9592
chip_impl_metric{name="wl",unit="µm"} 43000
chip_impl_metric{name="grt_pass1_wl",unit="µm"} 64100
chip_impl_info{name="worstSetupStartpointType",value="flip-flop"} 1
chip_impl_metric{name="cts_hold_buf",unit=""} 0
chip_impl_metric{name="netSwitchingFraction",unit="%"} 22.1
chip_impl_info{name="crit_path_end_kind",value="output pin"} 1
chip_impl_metric{name="fp.dieW",unit="µm"} 231
chip_impl_metric{name="grt_max_degree",unit=""} 67
chip_impl_metric{name="reg2regPathDepth",unit=""} 5
chip_impl_metric{name="yosysChipArea",unit="µm²"} 21000
chip_impl_metric{name="syn-cell-area",unit="µm²"} 21000
chip_impl_info{name="critical-path-top-cell-by-count",value="inv_1"} 1
chip_impl_metric{name="clock-skew-final",unit="ns"} 0.0123
chip_impl_metric{name="grt_antenna_before_repair",unit=""} 0
chip_impl_metric{name="timing.setup.tns",unit="ns"} 0
[cells in the mapped netlist, types with 2 or more instances]
| master | number |
|---|---|
| a21boi_0 | 2 |
| a21oi_1 | 9 |
| a22oi_1 | 64 |
| buf_1 | 5 |
| buf_2 | 7 |
| buf_4 | 6 |
| buf_6 | 5 |
| clkbuf_1 | 28 |
| dfxtp_1 | 13 |
| edfxtp_1 | 544 |
| ha_1 | 9 |
| inv_1 | 11 |
| mux4_2 | 128 |
| nand2_1 | 42 |
| nand2b_1 | 2 |
| nand3_1 | 3 |
| nor2_1 | 20 |
| nor2b_1 | 3 |
| nor3_1 | 5 |
| o21ai_0 | 7 |
| or3_1 | 4 |
| xor2_1 | 3 |
[stage by stage]
stage / hold WS, ns / cell area, µm² / power [mW] / setup slack [ns]
3_5_place_dp: 0.502 / 22700 / 2.46 / 8.15
4_1_cts: 0.509 / 24300 / 3.87 / 8.38
5_1_grt: 0.538 / 24300 / 3.96 / 8.31
3_3_place_gp: 0.500 / 22700 / 2.45 / 8.24
2_1_floorplan: 0.477 / 21000 / 2.29 / 7.61
6_report: 0.507 / 24300 / 3.82 / 8.39
[metal layers]
| metal | vias to the layer above | GRT usage (%) | part of all wire, % |
|---|---|---|---|
| li1 | 4177 | - | - |
| met1 | 4864 | 24.2 | 36 |
| met2 | 480 | 25.7 | 46 |
| met3 | 69 | 13.9 | 16 |
| met4 | 2 | 3.02 | 1.9 |
| met5 | - | 1.01 | 0.17 |
[state kept, by name (all words and copies together), names as in the netlist]
signal and cells:
fifo_cnt 5, dout 32, mem 512, wptr 4
rptr 4
[cell families after synthesis]
kind of cell / count (synthesis) / synth area share [%]
AOI/OAI and AO/OA: 91 / 3.13
xor gates and xnor gates: 4 / 0.167
adders and majority gates: 9 / 0.536
buffers and inverters: 62 / 1.44
DFF: 557 / 79.0
muxes: 129 / 13.8
and+or+nand+nor: 89 / 1.97
[worst register-to-register path, cell delays in order (launching register included)]
cell     delay [ns]
dfxtp_4        0.61
buf_4          0.49
buf_4          0.55
mux4_2         0.57
a22oi_1        0.43
nand2_1        0.16
[layout by cell type, fill, tap and decap left out, types with 3 or more instances in the layout]
| master | n |
|---|---|
| nand2_1 | 42 |
| o21ai_0 | 7 |
| or3_1 | 4 |
| clkinv_1 | 22 |
| clkdlybuf4s50_1 | 74 |
| bufinv_16 | 3 |
| a21oi_1 | 9 |
| nor3_2 | 4 |
| ha_1 | 9 |
| edfxtp_1 | 544 |
| clkinvlp_4 | 3 |
| nand3_1 | 3 |
| nor2_4 | 13 |
| a22oi_1 | 64 |
| clkinv_2 | 4 |
| inv_1 | 10 |
| xor2_1 | 3 |
| clkbuf_16 | 55 |
| nor2_1 | 7 |
| mux4_2 | 128 |
| dfxtp_1 | 11 |
| clkbuf_1 | 11 |
| buf_4 | 25 |
[power by group through the flow]
| stage | Combinational, mW | Sequential, mW | Clock [mW] |
|---|---|---|---|
| after CTS | 0.421 | 2.00 | 1.45 |
| final | 0.409 | 2.00 | 1.41 |
| after global routing | 0.449 | 2.00 | 1.50 |
[worst min path at each step]
stage                 startpoint       to  slack (ns)  cells after the start
final                    wptr[1]  wptr[1]        0.51                      2
after global routing     wptr[1]  wptr[1]        0.54                      2
after CTS                wptr[1]  wptr[1]        0.51                      2
[final cells by class]
cell class | instances | area (µm²) | area share [%]
clock buffer | 66 | 1420 | 5.82
tap | 680 | 851 | 3.50
timing repair buffer | 100 | 948 | 3.90
inverter | 11 | 41.3 | 0.170
multi-input combinational | 322 | 4250 | 17.4
clock inverter | 34 | 235 | 0.966
sequential | 557 | 16600 | 68.2
No activity file was given, so power comes from the tool's default toggle rates.
